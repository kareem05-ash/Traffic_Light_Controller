==> design/flow/design.v <==
module fsm_controller
(
    input clk, 
    input rst,                       
    input side_car_detected, 
    input time_out,                  
    output reg [1:0] c_state,   
    output reg [1:0] n_state,
    output reg main_red,             
    output reg main_green, 
    output reg main_yellow, 
    output reg side_red,             
    output reg side_green, 
    output reg side_yellow
);
    localparam main_green__side_red  = 2'b00,
               main_red__side_yellow = 2'b01, 
               main_red__side_green  = 2'b11, 
               main_yellow__side_red = 2'b10;
    (*fsm = "gray"*)                 
    always@(posedge clk)
        begin
            if(rst)
                begin
                    c_state <= main_green__side_red;
                end
            else
                c_state <= n_state;
        end
    always@(*)
        begin
            case(c_state)
                main_green__side_red  : 
                    begin
                        main_red    = 0;
                        main_green  = 1;
                        main_yellow = 0;
                        side_red    = 1;
                        side_green  = 0;
                        side_yellow = 0;
                        if(time_out && side_car_detected)
                            n_state = main_red__side_yellow;
                        else 
                            n_state = main_green__side_red;
                    end
                main_red__side_yellow :
                    begin
                        main_red    = 1;
                        main_green  = 0;
                        main_yellow = 0;
                        side_red    = 0;
                        side_green  = 0;
                        side_yellow = 1;
                        if(time_out)
                            n_state = main_red__side_green;
                        else 
                            n_state = main_red__side_yellow;
                    end
                main_red__side_green  : 
                    begin
                        main_red    = 1;
                        main_green  = 0;
                        main_yellow = 0;
                        side_red    = 0;
                        side_green  = 1;
                        side_yellow = 0;
                        if(time_out)
                            n_state = main_yellow__side_red;
                        else 
                            n_state = main_red__side_green;
                    end
                main_yellow__side_red : 
                    begin
                        main_red    = 0;
                        main_green  = 0;
                        main_yellow = 1;
                        side_red    = 1;
                        side_green  = 0;
                        side_yellow = 0;
                        if(time_out)
                            n_state = main_green__side_red;
                        else 
                            n_state = main_yellow__side_red;
                    end
            endcase
        end
endmodule
module timer#(parameter green_signal_lifetime = 10 , yellow_signal_lifetime = 3)
(
    input clk, 
    input rst,                           
    input [1:0] c_state,
    output time_out                      
);
    reg [3:0] count;
    reg [1:0] prev_state;
    localparam main_green__side_red  = 2'b00,
               main_red__side_yellow = 2'b01, 
               main_red__side_green  = 2'b11, 
               main_yellow__side_red = 2'b10;
    always@(posedge clk)
        begin
            prev_state <= c_state;
            if(rst)
                count <= green_signal_lifetime;   
            else if(count == 0)
                    case(prev_state)
                        main_green__side_red  : count <= yellow_signal_lifetime;
                        main_red__side_yellow : count <= green_signal_lifetime;
                        main_red__side_green  : count <= yellow_signal_lifetime;
                        main_yellow__side_red : count <= green_signal_lifetime;
                    endcase
            else
                count <= count-1;
        end
    assign time_out = (count == 4'b0);
endmodule
module top#(parameter green_signal_lifetime = 10, yellow_signal_lifetime = 3)
(
    input clk, 
    input rst,                       
    input side_car_detected, 
    output main_red,                 
    output main_green, 
    output main_yellow, 
    output side_red,                 
    output side_green, 
    output side_yellow
);
    wire [1:0] c_state, n_state;    
    wire time_out;
    fsm_controller fsm(              
                        .clk(clk),
                        .rst(rst),
                        .side_car_detected(side_car_detected),     
                        .time_out(time_out), 
                        .c_state(c_state), 
                        .n_state(n_state), 
                        .main_red(main_red), 
                        .main_green(main_green), 
                        .main_yellow(main_yellow), 
                        .side_red(side_red),
                        .side_green(side_green), 
                        .side_yellow(side_yellow)
    );
    timer #(
                     .green_signal_lifetime(green_signal_lifetime), 
                     .yellow_signal_lifetime(yellow_signal_lifetime)
    )
            timer(                   
                .clk(clk), 
                .rst(rst), 
                .time_out(time_out), 
                .c_state(c_state)
    );
endmodule
==> design/flow/run.sh <==
#!/bin/bash
# OpenROAD 26Q1-2900-gdf79404cd8, Yosys 0.63+post, stock flow scripts
make -C /OpenROAD-flow-scripts/flow DESIGN_CONFIG=/design/flow/config.mk WORK_HOME=/design/flow/orfs finish
==> design/flow/config.mk <==
export PLATFORM = sky130hd
export DESIGN_NAME = top
export DESIGN_NICKNAME = top
export VERILOG_FILES = /design/flow/design.v
export SDC_FILE = /design/flow/constraint.sdc
export NUM_CORES = 4
export LEC_CHECK = 1
export CORE_AREA = 10 10 70 70
export DIE_AREA = 0 0 80 80
==> design/flow/constraint.sdc <==
current_design top

set clk_period 1.6
set clk_io_pct 0.2

create_clock -name clk0 -period $clk_period [get_ports {clk}]

set non_clock_inputs [all_inputs -no_clocks]
set_input_delay [expr $clk_period * $clk_io_pct] -clock clk0 $non_clock_inputs
set_output_delay [expr $clk_period * $clk_io_pct] -clock clk0 [all_outputs]
==> results.json <==
{
  "r2r_slack_ns": 0.35,
  "synth-xor-area-share": 0.0265,
  "syn_to_final_growth_pct": 51.9,
  "fin_total_pwr_w": 0.000423,
  "postCtsResizedCells": 2,
  "drc": 0,
  "async_reset_ff_frac": 0,
  "avgSynthCellArea_um2": 9.44,
  "min_period_ns": 1.54,
  "wl_um": 633,
  "top_cells_by_area": "dfxtp_1 48%, a21oi_1 6.1%, nor3b_4 5.7%, nand3b_1 4.5%, ha_1 3.8%",
  "timing.rr.start": "timer.count[0]",
  "ys_cells": 35,
  "wl_per_cell_um": 6.96,
  "clock_sinks": 8,
  "die-height_um": 80,
  "place_ws_ns": 0.222,
  "grt_use_total": 0.0204,
  "cts_tree": "built",
  "slew_headroom": 0.855,
  "ys_seq_frac": 0.485,
  "finalSetupViolCount": 0,
  "cts.path.max_buffers": 2,
  "io_pins": 9,
  "drt_iter0_markers": 1,
  "synthMuxAreaShare": 0.0303,
  "post_cts_buffers": 0,
  "synth_warnings": 2,
  "drive_gt1_frac": 0.178,
  "ant_nets": 0,
  "skew_ns": 0.000357,
  "fp.coreArea_mm2": 0.00342,
  "finalMaxSlewViolations": 0,
  "gp_congestion": 0.685,
  "fin_ws_ns": 0.0589,
  "internal_power_w": 0.000326,
  "grt_pass1_vias": 289,
  "fp_util": 0.0967,
  "syn_inst": 35,
  "hold_class": "flip-flop to flip-flop",
  "critPathMaxFanout": 8,
  "powerDensity_mw_per_mm2": 843,
  "fin_cells": 91,
  "firstDrtPassIters": 2,
  "grt_antenna_before_repair": 0,
  "pwr-share-clk": 0.351,
  "max_cap_violations": 0,
  "vias": 262,
  "io_buffer_count": 8,
  "crit_path_end": "side_green",
  "netlist_area_um2": 330,
  "ys.flops": 8,
  "ys_top_logic_family": "simple AND/OR/NAND/NOR gates",
  "grt_pass1_wl_um": 1130,
  "num_rows": 21,
  "clock_latency_ns": 0.24,
  "vias_per_cell": 2.88,
  "worstSetupPathType": "flip-flop to output pin",
  "warning_count": 25,
  "htreeDepth": 1,
  "top_cell_area_share": 0.485,
  "synth_top_cell_by_count": "dfxtp_1",
  "hold_violations": 0,
  "ys_types": 18,
  "numCtsBuffers": 3,
  "chip_area_mm2": 0.00640,
  "antennaDiodeCount": 0,
  "die_x_um": 80,
  "synth_top_flop_cell": "dfxtp_1",
  "synthAdderAreaFrac": 0.0379,
  "cts.root.buffer_cell": "clkbuf_4",
  "edf_count": 0,
  "vdd_drop_max_mv": 0.270,
  "switchingPower_w": 0.0000974,
  "period_used_share": 0.963,
  "holdBufCountCts": 0,
  "cp.arrival_ns": 1.22,
  "grt_start_max_net_pins": 9,
  "setup.worst_path.start": "fsm.c_state[0]",
  "ys_sh_aoi": 0.106,
  "endpoint_kind": "output pin",
  "common_cells": "8 x dfxtp_1, 4 x a21oi_1, 3 x inv_1, 3 x nand2_1, 3 x nor2_1",
  "hpwl_um": 475,
  "max_freq_ghz": 0.649,
  "required_ns": 1.28,
  "yosysChipArea_um2": 330,
  "p_seq_frac": 0.532,
  "worst_pin_slew_ns": 0.215,
  "status": "finished clean",
  "p_leak_nw": 0.215,
  "synthSimpleGateAreaFrac": 0.269,
  "reg2reg_depth": 5,
  "cp-start-kind": "flip-flop",
  "placed_cells": 88,
  "top_area_cell": "dfxtp_1",
  "clk_pin_slew_worst_paths_ns": 0.05,
  "combPwrFrac": 0.116,
  "swShare": 0.230,
  "grt.overflow.total": 0
}
[cell usage in the layout (no fill, tap or decap)]
cell type,instances
a211oi_1,1
a21boi_1,1
a21oi_1,4
and2_1,1
clkbuf_4,3
clkdlybuf4s50_1,6
dfxtp_1,6
dfxtp_4,2
dlymetal6s2s_1,2
ha_1,1
inv_1,2
inv_2,1
mux2i_1,1
nand2_1,3
nand2b_1,1
nand3b_1,2
nor2_1,2
nor2_2,1
nor2b_1,1
nor3_1,1
nor3b_4,1
or3b_1,1
xor2_1,1
[power by group through the flow]
stage         registers, W  clock network [W]   logic, W
CTS               0.000228           0.000160  0.0000501
global route      0.000227           0.000167  0.0000584
finish            0.000225           0.000149  0.0000491
[stage by stage]
stage / hold WS, ns / area (um^2) / setup TNS, ns / util
after floorplan: 0.389 / 330 / 0 / -
after global placement: 0.423 / 464 / 0 / 0.136
after detailed placement: 0.427 / 464 / 0 / 0.136
after CTS: 0.404 / 489 / 0 / 0.143
after global routing: 0.423 / 502 / -0.00544 / 0.147
final: 0.410 / 502 / 0 / 0.147
[logic make-up (layout without fill, tap and decap cells)]
kind of cell	after synthesis	count (layout)
AOI/OAI and AO/OA	6	6
adders and majority gates	1	1
xor gates and xnor gates	1	1
muxes	1	1
DFF	8	8
buffers and inverters	4	14
and+or+nand+nor	14	14
[routing by layer]
layer,vias up,wire [um],GRT usage
li1,139,-,-
met1,114,309,0.0235
met2,9,234,0.0313
met3,0,89,0.0125
met4,0,0,0.00528
met5,-,0,0
[cell type report]
cell class,count,area [um^2]
Fill cell,390,2910
Sequential cell,8,168
Multi-Input combinational cell,23,158
Timing Repair Buffer,8,85.1
Tap cell,46,57.6
Clock buffer,3,22.5
Inverter,3,11.3
[worst min-delay path by stage]
stage,depth (start not counted),startpoint,slack [ns],end
4_1_cts,0,flip-flop,0.40,timer.prev_state[1]
5_1_grt,0,flip-flop,0.42,timer.prev_state[1]
6_report,0,flip-flop,0.41,timer.prev_state[1]
[critical path, cell delays in order (launching register included)]
cell and delay, ns:
dfxtp_4 0.38, and2_1 0.13, clkdlybuf4s50_1 0.47
Power is estimated from default activity; no workload was simulated.
